## design.v

```verilog
module ctr_logic(
    input pclk, presetn, clk_in,
    input [1:0] clr_trig,
    input ud, en, load,
    input [7:0] cnt,
    input [7:0] last_cnt,
    output reg udf_trig,
    output reg ovf_trig
);
    reg last_clk_in;
    always @(posedge pclk or negedge presetn) begin
        if(!presetn)
            last_clk_in <= 1'b0;
        else 
            last_clk_in <= clk_in;
    end 
    always @(posedge pclk or negedge presetn) begin
        if(!presetn) begin
            udf_trig <= 1'b0;
        end 
        else begin
            if(clr_trig[1]) begin
                udf_trig <= 1'b0;
            end 
            else begin
                if((last_cnt == 8'h00) && (cnt == 8'hff) && (en) && (~load) && (ud))
                    udf_trig <= 1'b1;
                else
                    udf_trig <= udf_trig;
            end 
        end 
    end 
    always @(posedge pclk or negedge presetn) begin
        if(!presetn) begin
            ovf_trig <= 1'b0;
        end 
        else begin
            if(clr_trig[0]) begin
                ovf_trig <= 1'b0;
            end 
            else begin
                if((last_cnt == 8'hff) && (cnt == 8'h00) && (en) && (~load) && (!ud))
                    ovf_trig <= 1'b1;
                else
                    ovf_trig <= ovf_trig;
            end 
        end 
    end
endmodule
```

## run.sh

```bash
#!/bin/bash
# OpenROAD 26Q1-2900-gdf79404cd8, Yosys 0.63+post, stock flow scripts
make -C /OpenROAD-flow-scripts/flow DESIGN_CONFIG=/design/flow/config.mk WORK_HOME=/design/flow/orfs finish
```

## config.mk

```make
export PLATFORM = sky130hd
export DESIGN_NAME = ctr_logic
export DESIGN_NICKNAME = ctr_logic
export VERILOG_FILES = /design/flow/design.v
export SDC_FILE = /design/flow/constraint.sdc
export NUM_CORES = 4
export LEC_CHECK = 1
export CORE_AREA = 10 10 70 70
export DIE_AREA = 0 0 80 80
```

## constraint.sdc

```tcl
current_design ctr_logic

set clk_period 1.0
set clk_io_pct 0.2

create_clock -name clk0 -period $clk_period [get_ports {pclk}]

set non_clock_inputs [all_inputs -no_clocks]
set_input_delay [expr $clk_period * $clk_io_pct] -clock clk0 $non_clock_inputs
set_output_delay [expr $clk_period * $clk_io_pct] -clock clk0 [all_outputs]
```

==> run notes <==
flow finished, numbers: outcome=finished, final reports clean, max cap viols=0, CTS Buffer Depth=2, simple share=0.569, IO Pins=26, worst slack, placed=-0.531 ns, drt pass-1 iters=2, clk root buf=clkbuf_4, Die Wd=80 um, Syn Inst Count=18, Worst Hold Class=primary input to async pin, cells in synth_stat.txt=18, Arrival @ worst endpoint=1.15 ns, Final ANT Viol Nets=0, chip area=0.00640 mm2, fin crit share=0.985, Max Clk Rate=1020 MHz, # port buffers=24, remaining global-route overflow=0, # diodes=0, placed instance count=90, share of layout cells above drive strength 1=0.479, Area Growth Syn to Fin=192%, via count=279, initial antenna violation count=0, most frequent logic cell in the layout=dlygate4sd2_1, Hold Buf Count CTS=0, FF+latch count, synth=2, relative max-transition margin=0.824, Post-Syn Area=180 um2, Syn Area/Cell=10.0 um2, Setup Skew=0 ns, DR vias/cell=2.97, Hold Worst Slack=0.140 ns, CP startpoint kind=primary input, yosys xor share=0, Largest stage delay, worst path=0.44 ns, DRC viols=0, gr usage total=0.0301, WP data required=1.16 ns, Adder Share, Synth=0, Setup TNS=0 ns, CP top delay family=buffers and inverters, dpl cell area=493 um2, crit path kind=primary input to flip-flop, PwrDens=693 mW/mm2, clock tree sinks=2, Warnings, synthesis=1, Num CTS Buffers=3, aoi share=0.111, vias in the first global route=301, Top non-seq family=simple AND/OR/NAND/NOR gates, Slew Viols, Final=0, critical path capture point type=flip-flop, final non-filler cell total=94, worst-margin pin slew=0.260 ns, post-synthesis cell type count=13, DP HPWL=892 um, fp_density=0.0527, DRT Wirelength=1.00 mm, Latency at later pin=0.22 ns, RSZ-0062 raised after global routing=false, Iteration-0 DRC Markers=4, Yosys Chip Area=180 um2, worst-path cell chain=clkdlybuf4s50_1, nor4_2, a32o_2, finished layout cell area=526 um2, clk slew on worst S/H paths=0.03 ns, most numerous logic cells after layout=6 x dlygate4sd2_1, 4 x buf_2, 4 x clkdlybuf4s50_1, 4 x clkdlybuf4s15_1, worst vdd ir=266 uV, endpoints failing setup=0, first-pass GRT wire length=1.48 mm, fin crit period=0.985 ns, Die Ht=80 um, core area=0.00342 mm2, Post-synth seq share=0.278, GPL Wtd Cong=0.793, FP Rows=21, CTS H-tree lvls=1, mux frac, synth=0, CP bufs+invs=1, post-route setup slack=0.0150 ns, WL per Instance=10.7 um, Max FO, Critical Path=2, slowest CP cell=clkdlybuf4s50_1, tool warnings=28, largest net degree at the start of global routing=3, Static Leak=0.000220 uW, CTS tree=built, r2r startpoint=udf_trig$_DFFE_PN0P_, CP startpoint=last_cnt[5], Final Hold Violating Endpoints=0
cell families after synthesis:
logic type	after synthesis
compound gates	2
buf+inv	2
simple gates	12
flops	2
final cells by class:
| type | count | area (um2) |
|---|---|---|
| inverters | 2 | 7.51 |
| repair buffers | 27 | 226 |
| flip-flops and latches | 2 | 50.0 |
| multi-input cells | 14 | 161 |
| well taps | 46 | 57.6 |
| fillers | 397 | 2890 |
| clock buffers | 3 | 22.5 |
layer usage:
metal,wire (um),vias to the layer above,part of all wire,track usage
li1,-,141,-,-
met1,454,124,0.45,0.0351
met2,410,14,0.41,0.0401
met3,139,0,0.14,0.0284
met4,0,0,0,0.00352
met5,0,-,0,0
registers in the layout (all words and copies together) (netlist names):
| register | cells |
|---|---|
| udf_trig | 1 |
| ovf_trig | 1 |
final timing paths:
path | endpoint | slack, ns | depth (start not counted)
min in group clk0 | ovf_trig$_DFFE_PN0P_ | 0.29 | 3
max reg2reg | udf_trig$_DFFE_PN0P_ | 0.19 | 2
min | udf_trig$_DFFE_PN0P_ | 0.14 | 1
max | udf_trig$_DFFE_PN0P_ | 0.02 | 3
max in group asynchronous | ovf_trig$_DFFE_PN0P_ | 0.74 | 1
min reg2reg | ovf_trig$_DFFE_PN0P_ | 0.56 | 2
what timing repair did:
item / 4_1_cts / 5_1_grt
buffers inserted: 1 / 0
endpoints found under the setup margin: 4 / 3
gates resized: 38 / 13
pin swaps: 9 / 8
cells in the mapped netlist (all sizes together):
library cell  number  share of area
nor3               1          0.056
a32o               1          0.062
nand4bb            1          0.062
nor4bb             2           0.11
or4b               1          0.076
nand3              1          0.028
nor4b              1          0.049
dfrtp              2           0.28
inv                2          0.042
nor4               2          0.069
nand4              2          0.069
o32ai              1          0.049
nand4b             1          0.049
report_power, final:
part,internal (uW),switching (uW),total (uW)
Combinational,71.7,33.7,105
Sequential,81.6,0.000157,81.6
Clock,132,44.8,177
Total,285,78.5,364
per-stage QoR:
| step | util | total power (uW) |
|---|---|---|
| 5_1_grt | 0.154 | 394 |
| 3_3_place_gp | 0.144 | 199 |
| 6_report | 0.154 | 364 |
| 3_5_place_dp | 0.144 | 201 |
| 2_1_floorplan | - | 96.9 |
| 4_1_cts | 0.151 | 373 |
No activity file was given, so power comes from the tool's default toggle rates.
