`./run.sh`:
```
#!/bin/bash
# OpenROAD 26Q1-2900-gdf79404cd8, Yosys 0.63+post, stock flow scripts
make -C /OpenROAD-flow-scripts/flow DESIGN_CONFIG=/design/flow/config.mk WORK_HOME=/design/flow/orfs finish
```
`./config.mk`:
```
export PLATFORM = sky130hd
export DESIGN_NAME = counter
export DESIGN_NICKNAME = counter
export VERILOG_FILES = /design/flow/design.v
export SDC_FILE = /design/flow/constraint.sdc
export NUM_CORES = 4
export LEC_CHECK = 1
export CORE_AREA = 10 10 83 83
export DIE_AREA = 0 0 93 93
```
`./constraint.sdc`:
```
current_design counter

set clk_period 3.7
set clk_io_pct 0.2

create_clock -name clk0 -period $clk_period [get_ports {clk_in}]

set non_clock_inputs [all_inputs -no_clocks]
set_input_delay [expr $clk_period * $clk_io_pct] -clock clk0 $non_clock_inputs
set_output_delay [expr $clk_period * $clk_io_pct] -clock clk0 [all_outputs]
```
`./design.v`:
```
module counter(
    input clk_in, presetn,
    input en, load, ud,
    input[7:0] reg_tdr,
    output reg [7:0] cnt,
    output reg [7:0] last_cnt
    );
    always @(posedge clk_in or negedge presetn) begin
        if(!presetn)
            cnt <= 1'b0;
        else begin
            if(load == 1'b1)
                cnt <= reg_tdr;
                else begin
                    if(en == 1'b0)           
                        cnt <= cnt;
                    else 
                        if(ud == 1'b1)
                            cnt <= cnt - 1'b1;
                        else
                            cnt <= cnt + 1'b1;
                end 
        end
    end 
    always @(posedge clk_in or negedge presetn)
        if(!presetn)
            last_cnt <= 8'h00;
        else 
            last_cnt <= cnt;
endmodule
```
==> reports/qor.txt <==
Synthesized area -> 905 um2
Final Hold Fails -> 0
Max VDD drop -> 111 uV
Post-synthesis simple-gate area fraction -> 16.3%
R2R cell count -> 6
Latency at later pin -> 0.25 ns
MUX share of area -> 4.70%
Slew Limit Fails -> 0
Diode count -> 0
CTS tree -> done
DR WL/cell -> 12.5 um
XORs/XNORs by Area -> 0.968%
Critical path class -> in2reg
Num Clock Sinks -> 16
Gate Count Post-Synth -> 90
Skew final -> 0.00350 ns
Syn-to-layout area delta -> 45.5%
Num CTS Buffers -> 3
Reg2reg end -> cnt[7]$_DFFE_PN0P_
IO buf count -> 28
Gr ovfl total -> 0
Final Power -> 557 uW
Crit path DRT -> 3.84 ns
Leak -> 0.539 nW
R2R Path Start -> cnt[1]$_DFFE_PN0P_
Setup_tns -> 0 ns
Tcrit/Tclk final -> 74.0%
Full die area -> 8650 um2
Detailed Route WL -> 2370 um
Die Height -> 93 um
Hold-fix buffers, CTS -> 0
Critical Path Sink Type -> flip-flop
Vias per inst -> 4.08
Row count -> 26
Hold_sp -> cnt[4]$_DFFE_PN0P_
Crit Path Max Fanout -> 8
Initial antenna violation count -> 0
Aoi share -> 18.5%
# IOs -> 29
Critical path launch point type -> primary input
Post-CTS setup buffer count -> 0
CTS max path bufs -> 2
HPWL after detailed placement -> 1810 um
Crit. Startpoint -> ud
Antenna violation net count after detailed routing -> 0
TritonRoute pass-1 iters -> 4
# Max-Cap Violations -> 0
Die width -> 93 um
Outcome -> complete, no violations
Final setup vio count -> 0
CP Cell Sequence -> clkdlybuf4s50_1, ha_1, a211oi_1, nor3_1, or3_1, a21oi_1, and3b_1
Top logic family -> AND-OR/OR-AND gates
GP Congestion -> 0.874
Yosys cell types -> 32
Worst Setup EP -> cnt[7]$_DFFE_PN0P_
Clock-pin slew on the worst setup and hold paths -> 0.07 ns
Fmax -> 0.365 GHz
CP Data Arrival Time -> 2.88 ns
Most common logic cells in the final layout -> clkdlybuf4s50_1 (28), dfrtp_1 (16), o21ai_0 (7), nand2_1 (7), a21oi_1 (7)
All-Layer GR Usage -> 5.56%
Synthesized area per cell -> 10.1 um2
First-pass GRT wire length -> 3920 um
Worst-Margin Slew -> 0.602 ns
H-tree Lvls -> 1
Tool warnings -> 25
FF-to-FF setup slack -> 1.70 ns
First-iteration detailed-routing DRC count -> 44
Yosys synthesis chip area -> 905 um2
Post-Synth Adder-Cell Area -> 10.5%
Largest net degree at the start of global routing -> 20
Core area -> 5140 um2
Worst hold slack -> 0.431 ns
Flops & latches, synth -> 16
Max stage delay on crit path -> 0.66 ns
RSZ-0062 raised after global routing -> false
Clk root buf -> clkbuf_8
Vias -> 775
Vias in the first global route -> 801
Most used logic cell in the final layout -> clkdlybuf4s50_1
Min Tclk post-route -> 2.74 ns
Starting Density -> 17.6%
Slew headroom -> 59.7%
Register share after synthesis -> 44.3%
# Cells Yosys -> 90
Min-Delay Path Class -> reg2reg
Pwr Density -> 423 nW/um2
Worst path slowest cell -> clkdlybuf4s50_1
CTS resizes -> 0
Yosys warnings -> 1
Share of layout cells above drive strength 1 -> 7.50%
Filler Cell Count -> 558
Drt drc -> 0
-- critical path: cells and delay by family --
kind | cells | cell delay, ns
adders and majority gates | 1 | 0.30
and+or+nand+nor | 3 | 0.69
AOI/OAI and AO/OA | 2 | 0.48
buffers and inverters | 1 | 0.66
-- flip-flops by register name (all words and copies together) (netlist names) --
register / flops
cnt: 8
last_cnt: 8
-- synthesized netlist by cell type --
cell	instances	share of area (%)
inv_1	4	1.7
buf_6	1	1.2
o21a_1	2	1.7
clkbuf_1	2	0.83
nand2b_1	1	0.69
nand3b_1	2	1.7
mux2_2	2	2.5
a2bb2oi_1	2	1.9
ha_1	6	8.3
o21ai_0	7	3.9
a211oi_1	2	1.7
o21bai_1	1	0.83
o31a_1	1	0.97
inv_6	1	0.97
a221o_1	1	1.1
a21oi_1	7	3.9
nand4_1	1	0.69
fa_1	1	2.2
a22oi_1	1	0.83
a21o_1	1	0.83
nor2b_1	3	2.1
and3b_1	1	0.97
or3_1	3	2.1
nor2_1	4	1.7
nand2_1	7	2.9
o2111ai_1	1	0.97
xnor2_1	1	0.97
nor3_1	3	1.7
or3_2	1	0.83
dfrtp_1	16	44
mux2i_1	2	2.2
nand3_1	2	1.1
-- area by class of cell --
type	count	area [um2]	area share, %
Tap cell	70	87.6	6.65
Clock buffer	4	55.1	4.18
Multi-Input combinational cell	66	462	35.1
Timing Repair Buffer	29	288	21.9
Inverter	5	23.8	1.81
Sequential cell	16	400	30.4
-- per-stage QoR --
stage	cell area [um2]	setup WS (ns)	std cells	utilization [%]
6_report	1320	0.961	190	25.6
3_5_place_dp	1260	0.701	186	24.5
3_3_place_gp	1260	0.735	186	24.5
2_1_floorplan	905	1.49	90	-
4_1_cts	1320	0.956	190	25.6
5_1_grt	1320	0.787	190	25.6
-- per-layer routing --
| metal | up-vias | routed length, um | track usage, % |
|---|---|---|---|
| met5 | - | 0 | 0 |
| met4 | 0 | 11 | 0.643 |
| met3 | 2 | 197 | 2.26 |
| met2 | 20 | 1070 | 8.41 |
| met1 | 368 | 1090 | 7.54 |
| li1 | 385 | - | - |
-- kinds of logic (layout without fill, tap and decap cells) --
group	count (synthesis)	count (layout)
simple gates	28	28
compound gates	26	26
flops	16	16
buf+inv	8	38
fa+ha+maj	7	7
mux	4	4
xor+xnor	1	1
-- power breakdown --
group          internal [mW]  switching (mW)  leakage, nW  total (mW)
Sequential             0.202          0.0191        0.189       0.221
Combinational          0.109          0.0698        0.321       0.178
Clock                 0.0944          0.0632       0.0288       0.158
Total                  0.405           0.152        0.539       0.557
-- how the worst min path moves through the flow --
stage                        to  slack, ns  cells past startpoint
4_1_cts   last_cnt[4]$_DFF_PN0_       0.44                      0
5_1_grt   last_cnt[3]$_DFF_PN0_       0.46                      0
6_report  last_cnt[4]$_DFF_PN0_       0.43                      0
Power and IR drop assume default switching activity.
